$ cat flow/config.mk
export PLATFORM = sky130hd
export DESIGN_NAME = layer
export DESIGN_NICKNAME = layer
export VERILOG_FILES = /design/flow/design.v
export SDC_FILE = /design/flow/constraint.sdc
export NUM_CORES = 4
export LEC_CHECK = 1
export CORE_UTILIZATION = 40
export SYNTH_HDL_FRONTEND = slang
$ cat flow/constraint.sdc
current_design layer

set clk_period 16.1
set clk_io_pct 0.2

create_clock -name clk0 -period $clk_period [get_ports {clk}]

set non_clock_inputs [all_inputs -no_clocks]
set_input_delay [expr $clk_period * $clk_io_pct] -clock clk0 $non_clock_inputs
set_output_delay [expr $clk_period * $clk_io_pct] -clock clk0 [all_outputs]
$ cat flow/design.v
`timescale 1ns / 1ps
module comparator2 #(
    parameter DATA_WIDTH = 16,
    parameter POOL_TYPE = 1
    )(
    input ce,
    input [DATA_WIDTH-1:0] in1,
    input [DATA_WIDTH-1:0] in2,
    output [DATA_WIDTH-1:0] comp_op
    ); 
    reg [DATA_WIDTH-1:0] temp;
    assign comp_op = ce ? temp : 'd0;
    always@(*)
    begin
        if(POOL_TYPE == 0)
        begin
            temp = in1 + in2;        
        end
        else begin
            temp = (in1 > in2) ? in1 : in2;
        end
    end
endmodule
`timescale 1ns / 1ps
module control_logic2 #(
    parameter INPUT_SIZE = 9'h004,    
    parameter POOL_SIZE = 9'h002     
)(
    input clk,             
    input master_rst,       
    input ce,            
    output reg [1:0] sel, 
    output reg rst_m,     
    output reg op_en,      
    output reg load_sr,    
    output reg global_rst,  
    output reg end_op       
);
    integer row_count = 0;         
    integer col_count = 0;        
    integer count = 0;         
    integer nbgh_row_count = 0;   
    always @(posedge clk) begin
        if (master_rst) begin
            sel <= 2'b00;
            load_sr <= 0;
            rst_m <= 0;
            op_en <= 0;
            global_rst <= 1;
            end_op <= 0;
        end else begin
            if (((col_count + 1) % POOL_SIZE != 0) && (row_count == POOL_SIZE - 1) && 
                (col_count == POOL_SIZE * count + (POOL_SIZE - 2)) && ce) begin
                op_en <= 1;
            end else begin
                op_en <= 0;
            end
            if (ce) begin
                if (nbgh_row_count == INPUT_SIZE / POOL_SIZE) begin
                    end_op <= 1;
                end else begin
                    end_op <= 0;
                end
                if (((col_count + 1) % POOL_SIZE != 0) && (col_count == INPUT_SIZE - 2) && 
                    (row_count == POOL_SIZE - 1)) begin
                    global_rst <= 1;
                end else begin
                    global_rst <= 0;
                end
                if ((((col_count + 1) % POOL_SIZE == 0) && (count != INPUT_SIZE / POOL_SIZE - 1) && 
                    (row_count != POOL_SIZE - 1)) || ((col_count == INPUT_SIZE - 1) && 
                    (row_count == POOL_SIZE - 1))) begin
                    rst_m <= 1;
                end else begin
                    rst_m <= 0;
                end
                if (((col_count + 1) % POOL_SIZE != 0) && (col_count == INPUT_SIZE - 2) && 
                    (row_count == POOL_SIZE - 1)) begin
                    sel <= 2'b10;
                end else if ((((col_count) % POOL_SIZE == 0) && (count == INPUT_SIZE / POOL_SIZE - 1) && 
                            (row_count != POOL_SIZE - 1)) || 
                           (((col_count) % POOL_SIZE == 0) && (count != INPUT_SIZE / POOL_SIZE - 1) && 
                            (row_count == POOL_SIZE - 1))) begin
                    sel <= 2'b01;
                end else begin
                    sel <= 2'b00;
                end
                if ((((col_count + 1) % POOL_SIZE == 0) && (count == INPUT_SIZE / POOL_SIZE - 1)) || 
                    (((col_count + 1) % POOL_SIZE == 0) && (count != INPUT_SIZE / POOL_SIZE - 1))) begin
                    load_sr <= 1;
                end else begin
                    load_sr <= 0;
                end
            end
        end
    end
    always @(posedge clk) begin
        if (master_rst) begin
            row_count <= 0;
            col_count <= 32'hffffffff;
            count <= 32'hffffffff;
            nbgh_row_count <= 0;
        end else if (ce) begin
            if (global_rst) begin
                row_count <= 0;
                col_count <= 0;
                count <= 0;
                nbgh_row_count <= nbgh_row_count + 1;
            end else begin
                if (((col_count + 1) % POOL_SIZE == 0) && (count == INPUT_SIZE / POOL_SIZE - 1) && 
                    (row_count != POOL_SIZE - 1)) begin
                    col_count <= 0;
                    row_count <= row_count + 1;
                    count <= 0;
                end else begin
                    col_count <= col_count + 1;
                    if (((col_count + 1) % POOL_SIZE == 0) && (count != INPUT_SIZE / POOL_SIZE - 1)) begin
                        count <= count + 1;
                    end
                end
            end
        end
    end
endmodule
`timescale 1ns/1ps
module convolver #(
    parameter DATA_WIDTH = 8,
    parameter INPUT_SIZE = 28,
    parameter KERNEL_SIZE = 3,
    parameter STRIDE = 1
) (
    input clk, ce, global_rst, 
    input [DATA_WIDTH-1:0] myInput,
    input [(KERNEL_SIZE*KERNEL_SIZE)*DATA_WIDTH-1:0] weight,
    input [DATA_WIDTH-1:0] bias,
    output [DATA_WIDTH-1:0] conv_op,
    output reg valid_conv, end_conv
);
    wire [DATA_WIDTH-1:0] weight_tmp [KERNEL_SIZE*KERNEL_SIZE-1:0];
    wire [DATA_WIDTH-1:0] tmp [KERNEL_SIZE*KERNEL_SIZE+1:0];
    generate 
        genvar j;
        for (j = 0; j < KERNEL_SIZE*KERNEL_SIZE; j = j + 1) begin
            assign weight_tmp[j][DATA_WIDTH-1:0] = weight[j*DATA_WIDTH +: DATA_WIDTH];
        end
    endgenerate
    assign tmp[0] = {DATA_WIDTH{1'b0}};
    generate 
        genvar i;
        for (i = 0; i < KERNEL_SIZE*KERNEL_SIZE; i = i + 1) begin: MAC
            if ((i + 1) % KERNEL_SIZE == 0) begin
                if (i == KERNEL_SIZE*KERNEL_SIZE-1) begin
                    mac_manual #(.DATA_WIDTH(DATA_WIDTH)) mac (
                        .clk(clk),
                        .ce(ce),
                        .rst(global_rst),
                        .a(myInput),
                        .b(weight_tmp[i]),
                        .tmp(tmp[i]),
                        .data_out(tmp[i+1])
                    );
                assign conv_op = tmp[i+1] + bias;
                end else begin
                    wire [DATA_WIDTH-1:0] tmp2;
                    mac_manual #(.DATA_WIDTH(DATA_WIDTH)) mac (
                        .clk(clk),
                        .ce(ce),
                        .rst(global_rst),
                        .a(myInput),
                        .b(weight_tmp[i]),
                        .tmp(tmp[i]),
                        .data_out(tmp2)
                    );
                    shift_register #(.DATA_WIDTH(DATA_WIDTH), .size(INPUT_SIZE-KERNEL_SIZE)) sr (
                        .clk(clk),
                        .ce(ce),
                        .rst(global_rst),
                        .data_in(tmp2),
                        .data_out(tmp[i+1])
                    );
                end
            end else begin
                mac_manual #(.DATA_WIDTH(DATA_WIDTH)) mac (
                    .clk(clk),
                    .ce(ce),
                    .rst(global_rst),
                    .a(myInput),
                    .b(weight_tmp[i]),
                    .tmp(tmp[i]),
                    .data_out(tmp[i+1])
                );
            end
        end
    endgenerate
    reg [$clog2(INPUT_SIZE):0] row_counter = 0;
    reg [$clog2(INPUT_SIZE):0] col_counter = 0;
    reg [$clog2(INPUT_SIZE*INPUT_SIZE):0] cycle_counter = 0;
    always @(posedge clk) begin
        if (global_rst) begin
            row_counter <= 0;
            col_counter <= 0;
            cycle_counter <= 0;
        end else if (ce) begin
            if (col_counter + STRIDE >= INPUT_SIZE) begin
                col_counter <= 0;
                if (row_counter + STRIDE >= INPUT_SIZE) begin
                    row_counter <= 0;
                end else begin
                    row_counter <= row_counter + STRIDE;
                end
            end else begin
                col_counter <= col_counter + STRIDE;
            end
            cycle_counter <= cycle_counter + 1;
        end
    end
    always @(posedge clk) begin
        if (global_rst) begin
            valid_conv <= 0;
        end else if (ce) begin
            if ((row_counter >= KERNEL_SIZE-1 && row_counter < INPUT_SIZE && 
                 (row_counter - (KERNEL_SIZE-1)) % STRIDE == 0) &&
                (col_counter >= KERNEL_SIZE-1 && col_counter < INPUT_SIZE && 
                 (col_counter - (KERNEL_SIZE-1)) % STRIDE == 0)) begin
                valid_conv <= 1;
            end else begin
                valid_conv <= 0;
            end
        end
    end
    always @(posedge clk) begin
        if (global_rst) begin
            end_conv <= 0;
        end else if (ce && cycle_counter >= INPUT_SIZE*INPUT_SIZE) begin
            end_conv <= 1;
        end else begin
            end_conv <= 0;
        end
    end
endmodule
`timescale 1ns / 1ps
module input_mux #(
    parameter DATA_WIDTH = 8
)(
    input [DATA_WIDTH-1:0] in1,
    input [DATA_WIDTH-1:0] in2,
    input [1:0] sel,
    output [DATA_WIDTH-1:0] op
    );
    assign op = (sel == 2'b01) ? in1 : ((sel == 2'b00) ? in2: 0);
endmodule
`timescale 1ns/1ps
module layer #(
    parameter DATA_WIDTH = 8,                  
    parameter INPUT_SIZE = 28,                  
    parameter KERNEL_SIZE = 3,                
    parameter POOL_SIZE = 2,                    
    parameter STRIDE = 1,                          
    parameter ACTIVATION_TYPE = 1'b1,        
    parameter POOL_TYPE = 1'b1                     
)(
    input clk, global_rst, ce,
    input [DATA_WIDTH-1:0] myInput,
    input [KERNEL_SIZE*KERNEL_SIZE*DATA_WIDTH-1:0] weight,
    input [DATA_WIDTH-1:0] bias,
    output [DATA_WIDTH-1:0] data_out,
    output valid_op, 
    output end_op
);
    wire[DATA_WIDTH-1:0] conv_op;
    wire [DATA_WIDTH-1:0] act_op;
    wire valid_conv, end_conv;
    wire valid_pooling;
    assign valid_pooling = valid_conv && (!end_conv);
    convolver #(
        .DATA_WIDTH(DATA_WIDTH), 
        .INPUT_SIZE(INPUT_SIZE), 
        .KERNEL_SIZE(KERNEL_SIZE), 
        .STRIDE(STRIDE)
    ) conv(
        .clk(clk),
        .ce(ce),
        .global_rst(global_rst),
        .myInput(myInput),
        .weight(weight),
        .bias(bias),
        .conv_op(conv_op),
        .valid_conv(valid_conv),
        .end_conv(end_conv)
    );
    generate
        if(ACTIVATION_TYPE == 1'b0) begin
            tanh_activation #(.dataWidth(DATA_WIDTH), .addrWidth(256)) tanh_act(
                .data_in(conv_op),
                .data_out(act_op)
            );
        end
        else begin
            relu_activation #(.DATA_WIDTH(DATA_WIDTH)) relu_act(
                .data_in(conv_op),
                .data_out(act_op)
            );
        end
    endgenerate
    pooler #(
        .INPUT_SIZE(INPUT_SIZE-KERNEL_SIZE+1),
        .POOL_SIZE(POOL_SIZE), 
        .DATA_WIDTH(DATA_WIDTH), 
        .POOL_TYPE(POOL_TYPE)
    ) max_pooling(
        .clk(clk),
        .ce(valid_pooling),
        .master_rst(global_rst),
        .data_in(act_op),
        .data_out(data_out),
        .valid_op(valid_op),
        .end_op(end_op)
    );
endmodule
`timescale  1ns/1ps
module mac_manual #(
    parameter DATA_WIDTH = 16
)(
    input clk, ce, rst,
    input [DATA_WIDTH-1:0] a, b, 
    input [DATA_WIDTH-1:0] tmp,
    output reg [DATA_WIDTH-1:0] data_out
); 
    always @(posedge clk) begin
        if(rst) begin
            data_out <= 0;
        end
        else begin
            data_out <= (a * b) + tmp;
        end
    end
endmodule
`timescale 1ns / 1ps
module max_reg #(parameter DATA_WIDTH = 16) (
    input clk,
    input ce,
    input [DATA_WIDTH-1:0] data_in,
    input rst_m,
    input master_rst,
    output reg [DATA_WIDTH-1:0] reg_op
    );
    always@(posedge clk) 
    begin
    	if(master_rst)
    		reg_op <= 0;
    	else 
        begin
            if(ce) 
            begin
		   	  if(rst_m) begin
		    	 reg_op <=0;
		      end
		      else begin
		    	 reg_op <= data_in;
			 end
		    end
		end
	end
endmodule
`timescale 1ns / 1ps
module pooler #(
    parameter INPUT_SIZE = 9'h004,               
    parameter POOL_SIZE = 9'h002,                
    parameter DATA_WIDTH = 16,                   
    parameter POOL_TYPE = 1                      
)(
    input clk,                                   
    input ce,                                    
    input master_rst,                            
    input [DATA_WIDTH-1:0] data_in,             
    output [DATA_WIDTH-1:0] data_out,           
    output valid_op,                             
    output end_op                                
);
    wire rst_m;                               
    wire load_sr;                              
    wire global_rst;                            
    wire [1:0] sel;                            
    wire [DATA_WIDTH-1:0] comp_op;              
    wire [DATA_WIDTH-1:0] sr_op;                
    wire [DATA_WIDTH-1:0] max_reg_op;            
    wire [DATA_WIDTH-1:0] div_op;               
    wire [DATA_WIDTH-1:0] mux_out;             
    control_logic2 #(.INPUT_SIZE(INPUT_SIZE), .POOL_SIZE(POOL_SIZE)) control_logic_inst (
        .clk(clk),
        .master_rst(master_rst),
        .ce(ce),
        .sel(sel),
        .rst_m(rst_m),
        .op_en(valid_op),
        .load_sr(load_sr),
        .global_rst(global_rst),
        .end_op(end_op)
    );
    comparator2 #(
        .DATA_WIDTH(DATA_WIDTH),
        .POOL_TYPE(POOL_TYPE)
    ) comparator_inst (
        .ce(ce),
        .in1(data_in),
        .in2(mux_out),
        .comp_op(comp_op)
    );
    max_reg #(
        .DATA_WIDTH(DATA_WIDTH)
    ) max_reg_inst (
        .clk(clk),
        .ce(ce),
        .data_in(comp_op),
        .rst_m(rst_m),
        .master_rst(master_rst),
        .reg_op(max_reg_op)
    );
    shift_register #(
        .DATA_WIDTH(DATA_WIDTH),
        .size(INPUT_SIZE / POOL_SIZE)
    ) shift_register_inst (
        .clk(clk),
        .ce(load_sr),
        .rst(global_rst && master_rst),
        .data_in(comp_op),
        .data_out(sr_op)
    );
    input_mux #(
        .DATA_WIDTH(DATA_WIDTH)
    ) mux_inst (
        .in1(sr_op),           
        .in2(max_reg_op),     
        .sel(sel),             
        .op(mux_out)      
    );
    assign div_op = max_reg_op / (POOL_SIZE * POOL_SIZE);
    assign data_out = POOL_TYPE ? max_reg_op : div_op;
endmodule
`timescale 1ns/1ps
module relu_activation #(
    parameter DATA_WIDTH = 16
)(
    input [DATA_WIDTH-1:0] data_in,
    output [DATA_WIDTH-1:0] data_out
);
    assign data_out = (data_in[DATA_WIDTH-1] == 1) ? 0 : data_in;
endmodule
`timescale 1ns/1ps
module shift_register #(
    parameter DATA_WIDTH = 16,
    parameter size = 3
)(
    input clk, ce, rst,
    input [DATA_WIDTH-1:0] data_in,
    output [DATA_WIDTH-1:0] data_out
);
    reg [DATA_WIDTH-1:0] tmp[size-1:0];
    generate
        genvar l;
        for (l = 0; l < size; l = l + 1) begin
            always @(posedge clk) begin
                if (rst) begin
                    tmp[l] <= 'd0;
                end
                else if (ce) begin
                    if (l == 'd0) begin
                        tmp[l] <= data_in;  
                    end
                    else begin
                        tmp[l] <= tmp[l-1];
                    end
                end
            end
        end
    assign data_out = tmp[size-1];
    endgenerate
endmodule
$ cat flow/run.sh
#!/bin/bash
# OpenROAD 26Q1-2900-gdf79404cd8, Yosys 0.63+post, stock flow scripts
make -C /OpenROAD-flow-scripts/flow DESIGN_CONFIG=/design/flow/config.mk WORK_HOME=/design/flow/orfs finish
==> flow_metrics.tcl <==
# flow metrics
set metrics [dict create \
    flop_cell "edfxtp_1" \
    clkTransAtPathRegs_ns 0.06 \
    synth_cell_types 86 \
    period_needed_ns 7.38 \
    antenna_left 0 \
    cts_tree "yes" \
    cts_root_buf "clkbuf_16" \
    wl_per_cell_microns 14.9 \
    power_density_nw_per_um2 124 \
    initial_core_util 0.404 \
    vdd_drop_max_v 0.0000900 \
    drive_gt1_frac 0.0564 \
    first_pass_iters 5 \
    clock_skew_ns 0.0159 \
    rows 115 \
    synth-edff-count 504 \
    yosys_area_sq_um 39700 \
    wirelength_microns 73800 \
    yosysWarnings 0 \
    crit_type "primary input to register" \
    rsz0062_at_grt "no" \
    place.port_buffers 100 \
    status "complete, no violations" \
    place_area_sq_um 41800 \
    crit_top_cell "buf_4" \
    synth_top_cell_by_area "edfxtp_1" \
    crit_path_max_fanout 122 \
    remaining_drc_errors 0 \
    grt_pass1_wl_microns 121000 \
    top_cell_area_share 0.381 \
    clk_path_buf_depth 3 \
    hold_viol_final 0 \
    tns_ns 0 \
    synth_seq_share 0.502 \
    dieHeight_microns 317 \
    clock_latency_ns 0.63 \
    area_leaders "edfxtp_1, dfxtp_1, and2_1, fa_1, ha_1" \
    postSynthAreaPerCell_sq_um 11.1 \
    synth_flops 744 \
    pre_cts_ws_ns 8.03 \
    hold_buffers 0 \
    maxSlewViolCount 0 \
    overflow 0 \
    tool_warnings 48 \
    crit_path_max_incr_delay_ns 0.73 \
    hold_path_class "register to register" \
    synth_area_sq_um 39700 \
    finalWorstSetupSlack_ns 8.72 \
    drt_iter0_markers 1383 \
    drt-vias-per-instance 4.79 \
    rrSetupSlack_ns 11.88 \
    ios 101 \
    worst_pin_slew_ns 0.995 \
    worstPathArrival_ns 7.63 \
    start_kind "primary input" \
    cts_setup_buffers 0 \
    max_freq_mhz 136 \
    crit_chain "clkdlybuf4s50_1, nor2_1, inv_8, buf_4, buf_4, buf_12, buf_4" \
    cap_violations 0 \
    yosysCellCount 3578 \
    cts_resized 0 \
    antenna_found_initial 12 \
    setup_viol 0 \
    first_global_vias 22800 \
    core_area_sq_um 98400 \
    ys_async_sr_fraction 0 \
    vias 23800 \
    required_ns 16.35 \
    power.total_w 0.00553 \
    numCtsBuffers 79 \
    die-width_microns 317 \
    syn_to_final_growth_pct 12.1 \
    grt_usage 0.159 \
    relSlewSlack 0.319 \
    grt_max_degree 208 \
    cp-end-kind "register" \
    netlist_instances 3578 \
    htreeDepth 3 \
    place.gp.congestion 0.868 \
    slowest_stage "buf_4" \
    fin_crit_sh 0.458 \
    cts.sinks 744 \
    die-area_sq_um 101000 \
    fin_area_sq_um 44500 \
    dp.final_hpwl_microns 46000 \
    fillers 9003 \
    leakage_nw 18.5 \
]
==> path summary, 6_finish.rpt <==
path / endpoint / start / cells past startpoint
min reg2reg: max_pooling.control_logic_inst.load_sr$_SDFFE_PP0P_ / max_pooling.control_logic_inst.load_sr$_SDFFE_PP0P_ / 2
min: max_pooling.control_logic_inst.load_sr$_SDFFE_PP0P_ / max_pooling.control_logic_inst.load_sr$_SDFFE_PP0P_ / 2
max reg2reg: max_pooling.shift_register_inst.tmp[0][6]$_SDFFCE_PN0P_ / conv.MAC[8].genblk1.genblk1.mac.data_out[0]$_SDFF_PP0_ / 14
max: conv.MAC[2].genblk1.genblk1.sr.tmp[1][14]$_SDFFCE_PN0P_ / ce / 7
==> per-stage QoR <==
stage | cells | hold slack (ns) | utilization
floorplan | 3578 | 0.433 | -
global placement | 4812 | 0.477 | 0.425
detailed placement | 4812 | 0.482 | 0.425
CTS | 4959 | 0.491 | 0.452
global route | 4959 | 0.509 | 0.452
finish | 4963 | 0.487 | 0.452
==> cell usage after synthesis (51+ instances only) <==
cell / n
and2_1: 637
edfxtp_1: 504
inv_1: 343
nand2_1: 279
dfxtp_1: 240
xnor2_1: 206
ha_1: 181
fa_1: 157
nor2_1: 145
clkbuf_1: 138
xor2_1: 81
a21oi_1: 64
nand3_1: 54
nand4_1: 51
==> flip-flops by register name, indices dropped and copies added, names as in the netlist, 24 cells and up <==
register and cells:
conv.MAC.genblk1.genblk1.mac.data_out 24, conv.MAC.genblk1.genblk1.sr.tmp 400, conv.MAC.genblk1.mac.data_out 48, max_pooling.control_logic_inst.col_count 32, max_pooling.control_logic_inst.count 32, max_pooling.control_logic_inst.nbgh_row_count 32, max_pooling.control_logic_inst.row_count 32, max_pooling.shift_register_inst.tmp 104
==> kinds of logic (layout without fill, tap and decap cells) <==
group	Yosys count	after routing	synth area share
buf+inv	526	620	0.0530
fa+ha+maj	338	338	0.136
compound gates	270	270	0.0441
simple gates	1409	1409	0.201
other cells	0	4	0
mux	4	4	0.00101
xor+xnor	287	287	0.0633
flops	744	744	0.502
==> report_power, final <==
group | total, W | switching [W] | internal [W]
logic | 0.00139 | 0.000752 | 0.000636
clock network | 0.00190 | 0.000769 | 0.00113
registers | 0.00224 | 0.0000502 | 0.00219
==> routing by layer <==
metal	routed length [microns]	global-route usage	share of wire	vias to the layer above
met3	5420	0.0532	0.073	119
li1	-	-	-	12000
met2	31600	0.223	0.43	405
met1	35200	0.257	0.48	11300
met4	1490	0.0291	0.020	22
met5	136	0	0.0018	-
==> worst max-delay path: cells and delay by family <==
family	cells	cell delay, ns
buffers and inverters	6	3.81
AND/OR/NAND/NOR	1	0.26
==> layout by cell type, fill, tap and decap left out, types with 81 or more instances in the layout <==
master           synthesis  routed
clkbuf_16                0      81
clkdlybuf4s50_1          0      94
inv_1                  343     342
xor2_1                  81      81
xnor2_1                206     206
ha_1                   181     181
and2_1                 637     637
nand2_1                279     279
nor2_1                 145     145
edfxtp_1               504     504
fa_1                   157     157
dfxtp_1                240     240
==> area by class of cell <==
| class | instances | area, sq um | share of cell area |
|---|---|---|---|
| diodes | 4 | 10.0 | 0.000225 |
| clock buffers | 102 | 2160 | 0.0484 |
| clock inverters | 45 | 576 | 0.0129 |
| inverters | 343 | 1290 | 0.0291 |
| multi-input cells | 2308 | 17700 | 0.398 |
| flip-flops and latches | 744 | 19900 | 0.448 |
| well taps | 1287 | 1610 | 0.0362 |
| repair buffers | 130 | 1230 | 0.0276 |
